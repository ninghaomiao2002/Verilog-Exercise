### design.v
module mux4to1 (
  input [3:0] a, b, c, d,
  input [1:0] sel,
  input clk1,
  input reset,
  output reg [3:0] out
);
  always @(posedge clk1) begin
    if(reset) begin
      out <= 4'b0;
    end else begin 
      case(sel)
        2'b00: out <= a;
        2'b01: out <= b;
        2'b10: out <= c;
        2'b11: out <= d;
      endcase
    end 
  end 
endmodule
### run.sh
#!/bin/bash
# OpenROAD 26Q1-2900-gdf79404cd8, Yosys 0.63+post, stock flow scripts
make -C /OpenROAD-flow-scripts/flow DESIGN_CONFIG=/design/flow/config.mk WORK_HOME=/design/flow/orfs finish
### config.mk
export PLATFORM = sky130hd
export DESIGN_NAME = mux4to1
export DESIGN_NICKNAME = mux4to1
export VERILOG_FILES = /design/flow/design.v
export SDC_FILE = /design/flow/constraint.sdc
export NUM_CORES = 4
export LEC_CHECK = 1
export CORE_AREA = 10 10 70 70
export DIE_AREA = 0 0 80 80
### constraint.sdc
current_design mux4to1

set clk_period 1.8
set clk_io_pct 0.2

create_clock -name clk0 -period $clk_period [get_ports {clk1}]

set non_clock_inputs [all_inputs -no_clocks]
set_input_delay [expr $clk_period * $clk_io_pct] -clock clk0 $non_clock_inputs
set_output_delay [expr $clk_period * $clk_io_pct] -clock clk0 [all_outputs]
==> results.toml <==
# generated from flow reports
[job]
warning_count = 25
maxCapViolations = 0

[final_timing]
tightest_slew_ns = 0.1575
finalSetupViolations = 0
max_freq_mhz = 651.6
fin_setup_tns_ns = 0
final.min_clock_period_ns = 1.535
finalMaxSlewViolations = 0
hold_viol = 0
relSlewSlack_pct = 89.47
whs_ns = 0.7688
period_used_pct = 85.26
rsz0062_at_grt = "no"

[layout]
mostFrequentLayoutCells = "23 x clkdlybuf4s50_1, 4 x nor2b_1, 4 x dfxtp_1"
nFillCells = 407
fin_cells = 85
regMostFlops = "out"
top_regs = "out (4)"
area_delta_synth_final_pct = 156.8
utilization_pct = 15.24
layout_top_cell = "clkdlybuf4s50_1"
largest_register_ffs = 4
drive_gt1_share_pct = 15.38

[global_route]
grt_pass1_vias = 259
antenna_found_initial = 0
grt_max_degree = 5
grt.overflow.total = 0
grt_pass1_wl_um = 1311
grt_usage_pct = 2.745

[drt]
viasPerCell = 2.576
dr.pass1.iters = 1
wire_per_inst_um = 10.29
met1_length_um = 507
antenna_cells = 0
vias = 219
route.met3.wl_um = 168
top_layer = "met3"
drtIter0Drc = 0
drt-total-wl_um = 875
drc = 0
ant_nets = 0
route.met2.wl_um = 199

[clocking]
post_cts_buffers = 0
cts_inserted_buffers = 3
cts_buffer_depth = 2
cts_sinks = 4
cts.repair.resized = 0
htree_levels = 1
cts_tree = "done"
cts_hold_buf = 0
clkTransAtPathRegs_ns = 0.03
root_buffer = "clkbuf_4"

[floorplanning]
core_area_um2 = 3416
die_area_um2 = 6400
fp.dieW_um = 80
io_pins = 24
initial_core_util_pct = 5.934
die.size.y_um = 80
rows = 21

[yosys]
syn_inst = 12
netlist_area_um2 = 202.7
top_area_cell = "dfxtp_1"
syn_area_per_cell_um2 = 16.89
ys_area_um2 = 202.7
ys_ff = 4
yosys.area.top_type_share_pct = 39.51
yosysWarnings = 1
ys_cells = 12
synth.area.top_cells = "dfxtp_1 40%, mux4_1 26%, mux4_2 22%, nor2b_1 12%"
synth_cell_types = 4
yosysSeqAreaShare_pct = 39.51

[place]
gp_congestion = 0.7461
io_buffers = 23
place_inst = 82

[outcome]
status = "complete, no violations"

[power_and_ir_drop]
total_leakage_power_nw = 0.1834
ir_worst_vdd_v = 0.0001586
powerDensity_nw_per_um2 = 551.8
power.total_uw = 287.2

[worst_hold_path]
min_path_type = "in2reg"

[setup_path]
critPathCaptureType = "flop"
cp.arrival_ns = 1.65
crit_required_ns = 1.92
crit_path_start_kind = "input pin"
timing.setup.critical_path_class = "in2reg"
critPathMaxFanout = 3
where the power goes:
group	internal (mW)	switching, mW
Sequential	0.0964	0.00203
Clock	0.0744	0.0349
Combinational	0.0650	0.0144
Total	0.236	0.0514
final timing paths:
check                 cells past startpoint  endpoint  slack (ns)    from
worst max-delay path                      4    out[1]        0.27  sel[0]
worst min-delay path                      2    out[1]        0.77   reset
critical path, stage by stage:
cell and delay [ns]:
clkdlybuf4s50_1 0.53, buf_4 0.15, mux4_2 0.48, nor2b_1 0.14
cell type report:
cell class | instances | area, um2 | area share (%)
Clock buffer | 3 | 22.52 | 4.327
Multi-Input combinational cell | 8 | 122.6 | 23.56
Sequential cell | 4 | 80.08 | 15.38
Tap cell | 46 | 57.56 | 11.06
Timing Repair Buffer | 24 | 237.7 | 45.67
logic make-up after synthesis:
| logic type | share of synthesized area, % |
|---|---|
| flops | 39.51 |
| mux | 48.15 |
| simple gates | 12.34 |
per-stage QoR:
step                cell area (um2)  worst slack (ns)
CTS                           520.5            0.2753
floorplan                     202.7            0.6960
finish                        520.5            0.2653
global placement              498.0           0.03325
detailed placement            498.0           0.02895
global route                  520.5            0.2194
synth_stat cells (all sizes together):
library cell / instances
nor2b: 4
dfxtp: 4
mux4: 4
metal layers:
metal	GRT usage [%]	up-vias
li1	-	105
met1	4.043	90
met2	2.648	24
met3	2.727	0
met4	0.1761	0
met5	0	-
Power figures rest on the tool's default switching activity, not on a simulated workload.
